$ cat design/flow/run.sh
#!/bin/bash
# OpenROAD 26Q1-2900-gdf79404cd8, Yosys 0.63+post, stock flow scripts
make -C /OpenROAD-flow-scripts/flow DESIGN_CONFIG=/design/flow/config.mk WORK_HOME=/design/flow/orfs finish
$ cat design/flow/config.mk
export PLATFORM = sky130hd
export DESIGN_NAME = rdma_parser
export DESIGN_NICKNAME = rdma_parser
export VERILOG_FILES = /design/flow/design.v
export SDC_FILE = /design/flow/constraint.sdc
export NUM_CORES = 4
export LEC_CHECK = 1
export CORE_UTILIZATION = 30
$ cat design/flow/design.v
module rdma_parser(
input  wire clk,
input  wire rst,
input  wire [31   : 0]    data_slave,
input  wire [3    : 0]    keep_slave,
input  wire [0    : 0]    valid_slave,
input  wire [0    : 0]    last_slave,
output wire [0    : 0]    ready_slave,
output wire [0    : 0]    valid_master,
input  wire [0    : 0]    ready_master,
output reg  [47   : 0]    src_address,
output reg  [47   : 0]    dst_address,
output reg  [0    : 0]    operation,
output reg  [30   : 0]    counter
);
localparam IDLE = 2'b01,
           HEAD = 2'b10;
reg [1:0] ps;
reg [1:0] ns;
wire is_idle;
wire is_head;
assign is_idle = (ps == IDLE);
assign is_head = (ps == HEAD);
reg  [0   :0] valid_out;
wire [0   :0] ready_out;
reg  [31  :0] data;
reg  [0   :0] last;
reg  [4   :0] header;
wire [31  :0] rdata;
assign ready_slave = ready_out & ~last;
assign valid_master = valid_out;
assign ready_out    = ready_master;
assign rdata = {
data[7   :   0],
data[15  :   8],
data[23  :  16],
data[31  :  24]
};
wire valid_ready;
assign valid_ready = valid_slave & ready_slave;
wire true_last;
assign true_last = last_slave & valid_ready;
wire header_last;
assign header_last = (header == 'd3);
always @(posedge clk or posedge rst) 
begin
    if (rst) ps <= IDLE;
    else     ps <= ns;
end
always @ (*)
begin
    case (ps)
        IDLE:   if  (valid_ready)   ns = HEAD;
                else                ns = IDLE;
        HEAD:   if (ready_master & header_last) 
                                    ns = IDLE;
                else                ns = HEAD;
        default:                    ns = IDLE;
    endcase
end
always @ (posedge clk)
begin 
    if (valid_ready) begin
        data <= data_slave;
    end
    else begin
        data <= data;
    end
end
always @ (posedge clk or posedge rst)
begin
    if (rst)
        last <= 1'b0;
    else if (true_last)
        last <= 1'b1;
    else if (ns == IDLE)
        last <= 1'b0;
    else
        last <= last;
end
always @ (posedge clk or posedge rst)
begin
    if (rst)
    begin
        src_address <= 'd0;
        dst_address <= 'd0;
        operation <= 'd0;
        counter <= 'd0;
    end
    else if (is_head)
        case (header)
            'd0   : 
            begin
                src_address[47:16] <= rdata[31:0];
            end
            'd1   : 
            begin
                src_address[15:0] <= rdata[31:16];
                dst_address[47:32] <= rdata[15:0];
            end
            'd2   : 
            begin
                dst_address[31:0] <= rdata[31:0];
            end
            'd3   : 
            begin
                operation[0:0] <= rdata[31:31];
                counter[30:0] <= rdata[30:0];
            end
        endcase
    else
    begin
        src_address <= src_address;
        dst_address <= dst_address;
        operation <= operation;
        counter <= counter;
    end
end
always @(posedge clk or posedge rst) begin
    if (rst) 
        header <= 'd0;
    else if (~is_head)
        header <= 'd0;
    else if (valid_ready)
        header <= header + 'd1;
    else
        header <= header;
end
always @(posedge clk or posedge rst) begin
    if (rst) 
        valid_out <= 'd0;
    else
        valid_out <= (is_head & ready_master & header_last);
end
endmodule
$ cat design/flow/constraint.sdc
current_design rdma_parser

set clk_period 4.4
set clk_io_pct 0.2

create_clock -name clk0 -period $clk_period [get_ports {clk}]

set non_clock_inputs [all_inputs -no_clocks]
set_input_delay [expr $clk_period * $clk_io_pct] -clock clk0 $non_clock_inputs
set_output_delay [expr $clk_period * $clk_io_pct] -clock clk0 [all_outputs]
==> results.env <==
TRITONCTS_NUM_SINKS=169
TOTAL_GRT_OVERFLOW=0
CTS_MAX_PATH_BUFFERS=2
POWER.LEAKAGE_nW=3.85
TIMING.FMAX_MHz=346
SYNTH_DOMINANT_CELL_COUNT='dfrtp_1'
YS_CHIP_AREA_MM2=0.00624
SYNTHDOMINANTAREACELLTYPE='dfrtp_1'
SLOWEST_DELAY_NS=0.52
SYN_AVG_CELL_AREA_UM2=17.8
CTS_BUFFERS=17
VIAS_PER_CELL=4.45
CTS_RESIZED=0
DP_HPWL_MM=9.00
ANTENNA-DIODE-COUNT=0
POWER.DENSITY_CELL_AREA_mW_PER_MM2=372
CHIP_AREA_MM2=0.0214
CTS.ROOT.BUFFER_CELL='clkbuf_16'
PORTBUFS=166
FINAL_ANTENNA_NET_COUNT=0
CLOCK-SKEW-FINAL_NS=0.00764
TOT_GR_TRACK_USE_PCT=14.0
HOLDBUFCOUNTCTS=0
FINISH.CELL_COUNT_WITHOUT_FILLERS=813
FIRST_PASS_DRT_ITERATIONS=4
MAX-VDD-IR-DROP_mV=0.241
VIAS=3619
TIMING.SETUP.TNS_NS=0
POST_SYNTH_MAIN_AREA_CONTRIBUTORS='dfrtp_1 (55%), mux2_2 (23%), edfxtp_1 (15%)'
FINAL-MAX-SLEW-VIOLATION-COUNT=0
MAX_CAP_VIOL_COUNT=0
DRC_ERRORS=0
MIN_PERIOD_NS=2.89
CP.ARRIVAL_NS=2.01
TIMING.SETUP.CRITICAL_PATH_CLASS='in2out'
FP.DIEH_UM=146
MAX-SLEW-MARGIN-REL_PCT=44.1
LAYOUT.FILLER_CELLS=1823
IO_PINS=171
FF_TYPE='dfrtp_1'
OUTCOME='completed'
CP-END-KIND='primary output'
YS_SEQ_ELEMENTS=169
FINALWIRELENGTH_MM=13.7
CRITPATHREQUIREDTIME_NS=3.52
GATE_COUNT_AFTER_TECHNOLOGY_MAPPING=350
UNREPAIRED_SETUP_ENDPOINTS_AFTER_GLOBAL_ROUTING='false'
CRITICAL_PATH.SLOWEST_CELL='clkdlybuf4s50_1'
FP-ROW-COUNT=52
DRT-INITIAL-DRC-COUNT=109
CORE_UTIL_FLOORPLAN_PCT=30.7
CTS_TREE='built'
CORE_REGION_AREA_MM2=0.0203
CLKTRANSATPATHREGS_NS=0.06
SETUP_VIOL=0
DIE.SIZE.X_UM=146
CTS_SETUP_BUFFERS=0
CPMOSTUSEDCELL='clkdlybuf4s50_1'
HTREE_NUM_LEVELS=4
CLK-INSERTION-DELAY-LATE_NS=0.42
WORST_HOLD_PATH_TYPE='reg2reg'
DP_CELLS=781
MAPPEDNETLISTAREA_MM2=0.00624
DETAIL_ROUTE.WL_PER_CELL_UM=16.9
POSTLAYOUTCOREUTIL_PCT=43.2
NUMBER_OF_ANTENNA_VIOLATIONS_AT_THE_FIRST_CHECK_IN_GLOBAL_ROUTING=0
YOSYSWARNINGCOUNT=1
YOSYSTOPAREACELLSHARE_PCT=54.6
GRT_FIRST_PASS_WIRELENGTH_MM=21.9
POSTSYNTHSEQSHARE_PCT=70.4
MAX_SLEW.WORST_PIN.SLEW_NS=0.837
GLOBALPLACE.CONGESTION=0.784
SETUP.WORST_PATH.START_CLASS='primary input'
FINAL_HOLD_VIOL_COUNT=0
TIMING.CRITICAL_PATH.BUF_INV=2
VIAS_IN_THE_FIRST_GLOBAL_ROUTE=3848
TOP_CELLS_BY_COUNT='dfrtp_1 (136), mux2_2 (128), edfxtp_1 (32)'
NUMBER_OF_ENABLE_FLIP_FLOP_CELLS=32
SYNTH-ASYNC-RESET-RATIO_PCT=81.1
CP_TOP_FAMILY='buffers and inverters'
CRITICAL_PATH.CELL_CHAIN='clkdlybuf4s50_1 > nor2b_1 > clkdlybuf4s50_1'
YS_CELLS=350
AREAGROWTHSYNTHTOFINISH_PCT=40.4
MIN_PERIOD_OVER_PERIOD_PCT=65.6
FRACTION_OF_LAYOUT_INSTANCES_USING_A_DRIVE_STRENGTH_ABOVE_1_PCT=32.0
WARNINGS=32
GRT_START_MAX_NET_PINS=69
CRITICAL_PATH_PEAK_FANOUT=4
NETLIST-CELL-TYPE-COUNT=23
flip-flops by register name, indices dropped and copies added, names as in the netlist:
signal	count
src_address	48
dst_address	48
data	32
header	5
counter	31
valid_out	1
ps	2
operation	1
last	1
layer usage:
| layer | share of wire, % | vias up | wire, µm | global-route usage (%) |
|---|---|---|---|---|
| met3 | 6.8 | 9 | 934 | 4.36 |
| met2 | 47 | 125 | 6520 | 21.7 |
| met5 | 0 | - | 0 | 0 |
| met1 | 45 | 1861 | 6160 | 20.8 |
| li1 | - | 1624 | - | - |
| met4 | 0.85 | 0 | 117 | 1.46 |
cell families after synthesis:
group                      count (synthesis)  share of synthesized area (%)
muxes                                    129                           23.3
DFF                                      169                           70.4
AOI/OAI and AO/OA                         11                           1.18
and+or+nand+nor                           20                           1.91
buffers and inverters                     17                           2.47
adders and majority gates                  4                          0.802
worst reg2reg max path: cells and delay by family, from the launching register on:
| kind | cells | cell delay, ns |
|---|---|---|
| muxes | 1 | 0.32 |
| and+or+nand+nor | 2 | 0.92 |
| DFF | 1 | 0.46 |
| buffers and inverters | 1 | 0.39 |
per-stage QoR:
stage | hold slack (ns) | setup WS [ns] | area (µm²) | total power, mW
after CTS | 0.505 | 1.51 | 8760 | 3.32
after floorplan | 0.454 | 1.81 | 6240 | 1.72
after global routing | 0.515 | 1.48 | 8760 | 3.39
after detailed placement | 0.492 | 1.43 | 8180 | 1.83
final | 0.502 | 1.51 | 8760 | 3.26
after global placement | 0.487 | 1.47 | 8180 | 1.83
placed cells by master (no fill, tap or decap), types with 3 or more instances in the layout:
cell type	count
edfxtp_1	32
nand2_1	7
o21ai_0	4
a21boi_0	4
mux2_2	128
clkbuf_16	17
ha_1	4
clkinvlp_4	5
clkdlybuf4s50_1	166
nand2_2	4
dfrtp_1	136
inv_1	3
buf_4	6
power breakdown:
group	leakage (nW)	internal (mW)	switching [mW]	total [mW]
registers	2.12	1.62	0.0158	1.64
clock network	0.272	0.843	0.623	1.47
logic	1.46	0.105	0.0512	0.156
path summary, 6_finish.rpt:
| kind | cells after the start | slack, ns | end | from |
|---|---|---|---|---|
| worst max-delay path | 3 | 1.51 | ready_slave[0] | ready_master[0] |
| worst min-delay path | 1 | 0.50 | src_address[45]$_DFFE_PP0P_ | src_address[45]$_DFFE_PP0P_ |
| worst max register to register | 4 | 2.20 | counter[16]$_DFFE_PP0P_ | header[2]$_DFFE_PP0P_ |
| worst min register to register | 1 | 0.50 | src_address[45]$_DFFE_PP0P_ | src_address[45]$_DFFE_PP0P_ |
| max in group asynchronous | 3 | 2.45 | ps[0]$_DFF_PP1_ | rst |
| min in group asynchronous | 2 | 0.97 | src_address[15]$_DFFE_PP0P_ | rst |
final cells by class:
| cell class | instances | area [µm²] | area share (%) |
|---|---|---|---|
| clock inverter | 13 | 146 | 1.67 |
| clock buffer | 19 | 433 | 4.94 |
| tap | 270 | 338 | 3.86 |
| sequential | 169 | 4390 | 50.1 |
| multi-input combinational | 164 | 1700 | 19.5 |
| timing repair buffer | 173 | 1730 | 19.7 |
| inverter | 5 | 22.5 | 0.257 |
Power and IR drop assume default switching activity.
