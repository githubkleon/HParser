==> /design/flow/design.v <==
module rdma_packer(
input  wire clk,
input  wire rst,
input  wire [0    : 0]    valid_slave,
output wire [0    : 0]    ready_slave,
output wire [31   : 0]    data_master,
output wire [3    : 0]    keep_master,
output wire [0    : 0]    valid_master,
output wire [0    : 0]    last_master,
input  wire [0    : 0]    ready_master,
input  wire [47   : 0]    src_address,
input  wire [47   : 0]    dst_address,
input  wire [0    : 0]    operation,
input  wire [30   : 0]    counter
);
localparam IDLE = 4'b01,
           HEAD = 4'b10;
reg [1:0] ps;
reg [1:0] ns;
wire is_idle;
wire is_head; 
assign is_idle = (ps == IDLE);
assign is_head = (ps == HEAD);
reg  [31  :0] temp_data;
reg  [3   :0] keep_out;
wire [0   :0] valid_out;
reg  [0   :0] last_out;
wire [0   :0] ready_out;
reg  [0   :0] last;
reg  [4   :0] header;
wire [31  :0] rdata;
wire header_last;
assign header_last = (header == 'd3);
assign valid_out = is_head;
assign last_out  = is_head & header_last;
assign ready_slave = ready_out;
assign data_master  = rdata;
assign valid_master = valid_out;
assign keep_master  = keep_out;
assign last_master  = last_out;
assign ready_out = ((ns == HEAD) | (is_head & (header < 'd3))) ? 0 : ready_master;
assign rdata = {
temp_data[7   :   0],
temp_data[15  :   8],
temp_data[23  :  16],
temp_data[31  :  24]
};
wire valid_ready_m;
assign valid_ready_m = valid_slave & ready_master;
wire valid_ready_s;
assign valid_ready_s = valid_slave & ready_slave;
always @(posedge clk or posedge rst) 
begin
    if (rst) ps <= IDLE;
    else     ps <= ns;
end
always @ (*)
begin
    case (ps)
        IDLE:   if  (valid_slave)   ns = HEAD;
                else                ns = IDLE;
        HEAD:   if (ready_master & header_last) 
                                    ns = IDLE;
                else                ns = HEAD;
        default:                    ns = IDLE;
    endcase
end
always @ (*)
    begin 
        keep_out = 0;
        if (is_head & header_last)
            keep_out = 4'hf;
        if (is_head)
            keep_out = 4'hf;
    end
always @ (*)
begin
    temp_data = 'd0;
    case (ps)
    HEAD:
        case (header)
            'd0   : 
            begin
                temp_data[31:0] = src_address[47:16];     
            end
            'd1   : 
            begin
                temp_data[31:16] = src_address[15:0];      
                temp_data[15:0] = dst_address[47:32];     
            end
            'd2   : 
            begin
                temp_data[31:0] = dst_address[31:0];      
            end
            'd3   : 
            begin
                temp_data[31:31] = operation[0:0];         
                temp_data[30:0] = counter[30:0];          
            end
        endcase
    endcase
end
always @(posedge clk or posedge rst) begin
    if (rst) 
        header <= 'd0;
    else if (~is_head)
        header <= 'd0;
    else if (ready_master)
        header <= header + 'd1;
    else
        header <= header;
end
endmodule
==> /design/flow/run.sh <==
#!/bin/bash
# OpenROAD 26Q1-2900-gdf79404cd8, Yosys 0.63+post, stock flow scripts
make -C /OpenROAD-flow-scripts/flow DESIGN_CONFIG=/design/flow/config.mk WORK_HOME=/design/flow/orfs finish
==> /design/flow/config.mk <==
export PLATFORM = sky130hd
export DESIGN_NAME = rdma_packer
export DESIGN_NICKNAME = rdma_packer
export VERILOG_FILES = /design/flow/design.v
export SDC_FILE = /design/flow/constraint.sdc
export NUM_CORES = 4
export LEC_CHECK = 1
export CORE_AREA = 10 10 110 110
export DIE_AREA = 0 0 120 120
==> /design/flow/constraint.sdc <==
current_design rdma_packer

set clk_period 8.5
set clk_io_pct 0.2

create_clock -name clk0 -period $clk_period [get_ports {clk}]

set non_clock_inputs [all_inputs -no_clocks]
set_input_delay [expr $clk_period * $clk_io_pct] -clock clk0 $non_clock_inputs
set_output_delay [expr $clk_period * $clk_io_pct] -clock clk0 [all_outputs]
==> metrics.cfg <==
[die]
coreArea_mm2 = 0.00977
floorplan.core_util_pct = 13.6
num_rows = 36
die_w_um = 120
dieArea_mm2 = 0.0144
ios = 171
die_h_um = 120

[drt]
wl_mm = 8.09
via_count = 1928
diodes = 0
drc = 0
antenna_left = 0
avgRoutedWirePerCell_um = 18.0
dr.first_iter.drc_count = 180
via_per_inst = 4.30
dr.pass1.iters = 4

[global_routing]
antenna_found_initial = 0
grt_overflow = 0
grt_max_degree = 37
grt_util_all_layers_pct = 10.1
grt_pass1_wl_mm = 11.8
grt_pass1_vias = 1945

[worst_setup_path]
critical_path_required_ns = 6.80
crit_top_cell = clkdlybuf4s50_1
path_cells = clkdlybuf4s50_1 -> nor3b_1 -> clkdlybuf4s50_1
crit_slowest_cell = clkdlybuf4s50_1
ff2ff_path_depth = 5
r2r-end = ps[1]
cp_slowest_stage_delay_ns = 0.59
critical_path_class = input pin to primary output
r2r-start = header[1]
crit_cells = 3
endpoint = ready_slave[0]
path_delay_family = buffers and inverters
worstSetupStartpoint = ready_master[0]
r2r_slack_ns = 6.71
cp-end-kind = primary output
crit_path_max_fanout = 6
startpoint_type = input pin
crit_arrival_ns = 3.00
crit_buf_inv = 2

[logic_synthesis]
synth_top_area_share_pct = 36.7
synth.most_common_cell = a22oi_1
syn_inst = 159
xor_area_share_pct = 2.63
ys_seq_share_pct = 13.3
synth.distinct_cells = 25
synth_area_mm2 = 0.00133
yosys.area.top_type = a22oi_1
synth-main-ff-cell = dfrtp_1
synthMuxAreaShare_pct = 0.753
async_flop_share_pct = 100
ys_ff = 7
yosys.area_share.simple_pct = 8.28
yosysWarnings = 2
ys_area_mm2 = 0.00133
ys_top_logic_family = AND-OR/OR-AND gates
ys_sh_aoi_pct = 60.8
yosys_cells = 159
ys_sh_adder_pct = 3.76
synth_area_per_cell_um2 = 8.36
edf_count = 0
yosys-top-cells-area = a22oi_1 37%, a21oi_2 20%, dfrtp_1 11%
ys_top_cells_by_count = 65 x a22oi_1, 30 x a21oi_2, 13 x clkbuf_1

[sta]
slew_violations = 0
timing.setup.tns_ns = 0
maxSlewHeadroom_pct = 62.3
finalSetupViolations = 0
maxClockFrequency_mhz = 213
min_period_ns = 4.70
setup_ws_ns = 3.80
hold_violations = 0
rsz0062_at_grt = no
holdWs_ns = 0.492
finalClockSkew_ns = 0.00806
finalCritPeriodShare_pct = 55.2
worst_pin_slew_ns = 0.565

[pwr]
p_per_area_mw_per_mm2 = 201
ir_drop_mv = 0.138
leakagePower_nw = 1.09

[finish]
final_cells = 448
nFillCells = 1013
syn2layout_area_growth_pct = 137
drive_gt1_share_pct = 13.0

[clock_tree]
post_cts.repair.setup_buffers = 0
cts_max_path_buffers = 2
cts_max_level = 1
cts_tree = done
insertion_delay_ns = 0.22
hold_buffers = 0
clockRootBuffer = clkbuf_8
cts_resized = 0
cts_buffers = 3
clock_sinks = 7
clk_pin_slew_ns = 0.04

[run]
maxCapViolCount = 0
warnings = 28

[hold_path]
hold_path.class = register to register

[place]
portBuffers = 170
place_worst_setup_slack_ns = 3.81
dp.cells = 444
hpwl_mm = 6.39
gp_congestion = 0.831

[outcome]
status = finished, final reports clean

## worst reg2reg max path: stages (launching register included)
cell and delay [ns]:
dfrtp_1 0.45, ha_1 0.25, buf_4 0.40, nand2_1 0.19, o41ai_1 0.29, nand2_1 0.09
## report_power, final
part	leakage, nW	total (mW)	internal, mW	switching, mW
logic	0.979	0.535	0.299	0.236
registers	0.0914	0.0532	0.0394	0.0138
clock network	0.0228	0.0455	0.0323	0.0131
## worst min path at each step
stage | from | to | slack (ns) | depth (start not counted)
CTS | ps[0] | ps[0] | 0.49 | 2
global route | ps[0] | ps[0] | 0.55 | 2
finish | ps[0] | ps[0] | 0.49 | 2
## cells in the final DEF (no fill, tap or decap)
| master | synthesis | layout |
|---|---|---|
| nor2b_1 | 1 | 1 |
| xor2_1 | 1 | 1 |
| dfstp_2 | 1 | 1 |
| ha_1 | 4 | 4 |
| o41ai_4 | 1 | 1 |
| clkdlybuf4s50_1 | 0 | 170 |
| clkbuf_1 | 13 | 1 |
| o22ai_1 | 1 | 1 |
| buf_4 | 3 | 5 |
| o41ai_1 | 1 | 1 |
| or2b_1 | 1 | 1 |
| and2_1 | 5 | 5 |
| mux2i_1 | 1 | 1 |
| nand4_1 | 2 | 2 |
| inv_1 | 4 | 4 |
| nor4b_4 | 1 | 1 |
| a21oi_1 | 3 | 3 |
| a21oi_2 | 30 | 30 |
| nand2_1 | 3 | 3 |
| clkbuf_8 | 0 | 3 |
| or4b_1 | 1 | 1 |
| dfrtp_1 | 6 | 6 |
| a22oi_1 | 65 | 65 |
| nor3b_1 | 1 | 1 |
| xnor2_1 | 3 | 3 |
## stage by stage
step	cell area [um2]	utilization, %	total power, mW
2_1_floorplan	1330	-	0.325
3_3_place_gp	3110	31.8	0.600
3_5_place_dp	3110	31.8	0.600
4_1_cts	3160	32.3	0.649
5_1_grt	3160	32.3	0.685
6_report	3160	32.3	0.634
## metal layers
layer / wire, um / vias to the layer above / part of all wire, % / track usage, %
met4: 27 / 0 / 0.33 / 0.528
met1: 3650 / 877 / 45 / 13.8
met2: 3780 / 102 / 47 / 16.9
met5: 0 / - / 0 / 0
li1: - / 947 / - / -
met3: 633 / 2 / 7.8 / 2.28
## sequential cells by signal (all words and copies together) (netlist names)
register	cells
header	5
ps	2
## cell families (layout without fill, tap and decap cells)
kind of cell	count (synthesis)	after routing
adder cells (fa/ha/maj)	4	4
XOR/XNOR	4	4
multiplexers	1	1
flip-flops	7	7
AND-OR/OR-AND	101	101
buffers and inverters	27	183
AND/OR/NAND/NOR	15	15
## area by class of cell
type                            instances  area (um2)  area share [%]
Timing Repair Buffer                  175        1740            55.1
Inverter                                4        15.0           0.476
Multi-Input combinational cell        125        1010            32.1
Sequential cell                         7         176            5.59
Clock buffer                            4        45.0            1.43
Tap cell                              133         166            5.27
Power is estimated from default activity; no workload was simulated.
